### /design/flow/design.v
`timescale 1ns/1ns
module controller(start, sign_A, co, clk, rst, ld_A, sh_A, ld_Q, sh_Q, set_Q0, sel_D, sel_A, ld_cnt, en_cnt, Done, en);
  input start, sign_A, co, clk, rst;
  output ld_A, sh_A, ld_Q, sh_Q, set_Q0, sel_D, sel_A, ld_cnt, en_cnt, Done, en;
  reg ld_D, ld_A, sh_A, ld_Q, sh_Q, set_Q0, sel_D, sel_A, ld_cnt, en_cnt, Done, en;
  parameter [3:0] Idle = 0, A = 1, B = 2, C = 3, D = 4, E = 5, F = 6, G = 7, H = 8;
  reg[3:0] ps,ns;
  always @(posedge clk) begin
    if(rst)
      ps <= Idle;
    else
      ps <= ns;
  end
  always@(ps or start or sign_A or co) begin
    case(ps)
      Idle: ns = start ? A : Idle;
      A: ns = B;
      B: ns = C;
      C: ns = D;
      D: ns = sign_A ? E : F;
      E: ns = G;
      F: ns = G;
      G: ns = co ? H : B; 
      H: ns = Idle;
    endcase
  end
  always @(ps) begin
    {ld_A,sh_A,ld_Q,sh_Q,set_Q0,sel_D,sel_A,en_cnt,ld_cnt,Done,en} = 11'b00000000000;
    case(ps)
      Idle: ;
      A: {ld_A,ld_Q,ld_cnt,sel_A} = 5'b11111;
      B: {sh_A,sh_Q} = 2'b11;
      C: begin ld_A = 1'b1; en = 1; end
      D: ;
      E: begin en = 1; sel_D = 1'b1; ld_A = 1'b1; end
      F: set_Q0 = 1'b1;
      G: en_cnt = 1'b1; 
      H: Done = 1'b1;
    endcase
  end
endmodule
### /design/flow/run.sh
#!/bin/bash
# OpenROAD 26Q1-2900-gdf79404cd8, Yosys 0.63+post, stock flow scripts
make -C /OpenROAD-flow-scripts/flow DESIGN_CONFIG=/design/flow/config.mk WORK_HOME=/design/flow/orfs finish
### /design/flow/config.mk
export PLATFORM = sky130hd
export DESIGN_NAME = controller
export DESIGN_NICKNAME = controller
export VERILOG_FILES = /design/flow/design.v
export SDC_FILE = /design/flow/constraint.sdc
export NUM_CORES = 4
export LEC_CHECK = 1
export CORE_AREA = 10 10 82 82
export DIE_AREA = 0 0 92 92
### /design/flow/constraint.sdc
current_design controller

set clk_period 1.1
set clk_io_pct 0.2

create_clock -name clk0 -period $clk_period [get_ports {clk}]

set non_clock_inputs [all_inputs -no_clocks]
set_input_delay [expr $clk_period * $clk_io_pct] -clock clk0 $non_clock_inputs
set_output_delay [expr $clk_period * $clk_io_pct] -clock clk0 [all_outputs]
==> flow_summary.json <==
{
  "synth_cells": 57,
  "top_cells_by_area": "dfxtp_1, dlxtn_1, nor2b_1",
  "path_class": "register to output port",
  "clk_pin_slew_ns": 0.05,
  "track_usage": 0.02846,
  "crit_family": "flip-flops",
  "ys_dominant_reg_cell": "dfxtp_1",
  "netlist_area_um2": 549.3,
  "max_freq_ghz": 0.9944,
  "finalWirelength_um": 1138,
  "coreArea_um2": 5075,
  "cp.arrival_ns": 0.79,
  "fin_setup_tns_ns": 0,
  "ys_chip_area_um2": 549.3,
  "htreeDepth": 1,
  "rows": 26,
  "ir_drop_mv": 0.5131,
  "grt_pass1_vias": 424,
  "tritoncts": "yes",
  "ys_top_cells_by_count": "dfxtp_1, nor2_1, nor2b_1, nor3_1, dlxtn_1",
  "io_pins": 16,
  "async_flop_share": 0,
  "layout_min_cycle_time_ns": 1.006,
  "cp_max_fo": 3,
  "post-cts-setup-buffer-count": 0,
  "synth.top_cell.area_share": 0.4374,
  "io_buffers": 15,
  "status": "completed",
  "largest_area_cell": "dfxtp_1",
  "min_path_type": "primary input to register",
  "grt_pass1_wl_um": 2014,
  "synth.avg_cell_area_um2": 9.636,
  "yosysWarnings": 1,
  "avgViaCountPerCell": 2.937,
  "tightest_slew_ns": 0.2959,
  "total_power_uw": 952.8,
  "drv_cap": 0,
  "power_leakage_nw": 0.3371,
  "synth.distinct_cells": 23,
  "grt_overflow": 0,
  "cp_slowest_cell": "dfxtp_2",
  "cp_cell_sequence": "dlygate4sd2_1",
  "clockBufferDepth": 2,
  "floorplan.die.height_um": 92,
  "warning_count": 25,
  "ant_nets": 0,
  "grt_max_degree": 10,
  "drive_gt1_frac": 0.1250,
  "chipArea_um2": 8464,
  "cts_buffers": 3,
  "areaGrowthSynthToFinish_pct": 46.92,
  "wire_per_inst_um": 8.014,
  "diodes": 0,
  "hold_viol": 0,
  "initial_core_util": 0.1082,
  "vias": 417,
  "dp_hpwl_um": 881.8,
  "ys_ff": 16,
  "endpoint_kind": "output port",
  "slew_viol_final": 0,
  "finalCritPeriodShare": 0.9142,
  "path_buffers": 1,
  "crit_path_start_kind": "register",
  "die_w_um": 92,
  "unclocked_regs": 4,
  "cts_root_buffer": "clkbuf_8",
  "drc": 0,
  "drt_iter0_drc": 24,
  "synth-edff-count": 0,
  "firstDrtPassIters": 4,
  "slew_headroom": 0.8025,
  "nFillCells": 602,
  "rsz0062_at_grt": "false",
  "power_density_nw_per_um2": 1181,
  "untimed_endpoints": 4,
  "routabilityCongestion": 0.7427,
  "cp_slowest_stage_delay_ns": 0.31,
  "synth_top_cell_by_count": "dfxtp_1",
  "required_ns": 0.88,
  "cts_hold_buf": 0,
  "antenna_found_initial": 0,
  "setup_violations": 0,
  "ys_cells": 57
}
power by group:
group          total, mW  internal (mW)  switching, mW  leakage, nW
combinational     0.0377         0.0244         0.0132        0.178
clock              0.472          0.316          0.156       0.0288
sequential         0.444          0.440        0.00327        0.131
total              0.953          0.780          0.172        0.337
placed cells by master (no fill, tap or decap), drive strengths merged, types with 2 or more instances in the layout:
| cell type | count |
|---|---|
| inv | 2 |
| nand2b | 3 |
| dlygate4sd2 | 11 |
| clkdlybuf4s50 | 4 |
| nor2b | 5 |
| nand2 | 3 |
| nor3 | 5 |
| clkbuf | 4 |
| dfxtp | 12 |
| nor2 | 5 |
| nor4 | 2 |
| dlxtn | 4 |
through the flow:
step	util	hold slack, ns	worst slack [ns]	cell area [um^2]	cells
after global placement	0.1501	0.8333	-0.04752	762.0	138
after floorplan	-	0.4785	0.3273	549.3	57
final	0.1590	0.5968	0.09434	807.0	142
after CTS	0.1590	0.6017	0.08293	807.0	142
after detailed placement	0.1501	0.8497	-0.05557	762.0	138
after global routing	0.1590	0.6218	0.05357	807.0	142
final timing paths:
| path | end | slack, ns | start | depth (start not counted) |
|---|---|---|---|---|
| setup / recovery | ld_cnt | 0.09 | sel_A$_SDFF_PP0_ | 1 |
| hold / removal | ps[2]$_SDFF_PP0_ | 0.60 | rst | 2 |
registers in the layout (all words and copies together) (netlist names):
signal / flops
Done: 1
en: 1
ld_A: 1
ns: 4
sel_D: 1
sh_Q: 1
set_Q0: 1
sel_A: 1
en_cnt: 1
ps: 4
layer usage:
| layer | GRT usage | up-vias | part of all wire |
|---|---|---|---|
| li1 | - | 220 | - |
| met3 | 0.02389 | 0 | 0.18 |
| met4 | 0.002571 | 0 | 0 |
| met5 | 0 | - | 0 |
| met1 | 0.03936 | 178 | 0.52 |
| met2 | 0.03353 | 19 | 0.31 |
repair_timing:
action                                  CTS  global route
endpoints found under the hold margin     0             0
endpoints found under the setup margin   11             0
resized                                  14             0
final cells by class:
| cell class | count | area (um^2) | share of cell area |
|---|---|---|---|
| Tap cell | 70 | 87.58 | 0.1085 |
| Multi-Input combinational cell | 34 | 209.0 | 0.2589 |
| Sequential cell | 16 | 304.0 | 0.3767 |
| Inverter | 2 | 7.507 | 0.009302 |
| Clock buffer | 4 | 55.05 | 0.06822 |
| Timing Repair Buffer | 16 | 143.9 | 0.1783 |
cells by family (layout without fill, tap and decap cells):
kind of cell / after synthesis / after routing / synth area share
and+or+nand+nor: 26 / 26 / 0.2574
DFF: 12 / 12 / 0.4374
buffers and inverters: 7 / 22 / 0.07288
AOI/OAI and AO/OA: 6 / 6 / 0.09110
latches: 4 / 4 / 0.1093
xor gates and xnor gates: 2 / 2 / 0.03190
Power and IR drop assume default switching activity.
